==> config.mk <==
export PLATFORM = sky130hd
export DESIGN_NAME = bcd
export DESIGN_NICKNAME = bcd
export VERILOG_FILES = /design/flow/design.v
export SDC_FILE = /design/flow/constraint.sdc
export NUM_CORES = 4
export LEC_CHECK = 1
export CORE_AREA = 10 10 72 72
export DIE_AREA = 0 0 82 82
==> design.v <==
module bcd(input wire [7:0] abc,
           output wire [1:0] a,
           output reg [3:0] b,
           output reg [3:0] c);
  assign a = abc >= 200 ? 2 : abc >= 100 ? 1 : 0;
  wire [6:0] bc = abc - 100 * a;
  reg [6:0] q;
  reg [3:0] r;
  always @(*) begin
    q = (bc >> 1) + (bc >> 2);
    q = q + (q >> 4);
    q = q >> 3;
    r = bc - q * 10;
    if (r < 10) begin
      b = q;
      c = r;
    end else begin
      b = q + 1;
      c = r - 10;
    end
  end
endmodule
==> run.sh <==
#!/bin/bash
# OpenROAD 26Q1-2900-gdf79404cd8, Yosys 0.63+post, stock flow scripts
make -C /OpenROAD-flow-scripts/flow DESIGN_CONFIG=/design/flow/config.mk WORK_HOME=/design/flow/orfs finish
==> constraint.sdc <==
current_design bcd

set clk_period 8.1
set clk_io_pct 0.2

create_clock -name clk0 -period $clk_period

set non_clock_inputs [all_inputs -no_clocks]
set_input_delay [expr $clk_period * $clk_io_pct] -clock clk0 $non_clock_inputs
set_output_delay [expr $clk_period * $clk_io_pct] -clock clk0 [all_outputs]
==> flow_summary.ini <==
; implementation run metrics
[drt]
drt_first_pass_iters = 3
drt-wirelength-per-cell_um = 9.72
n_antenna_cell = 0
drtIter0Drc = 11
via_count = 841
drt-vias-per-instance = 4.10
ant_nets = 0
drt_wl_total_mm = 1.99
drc = 0

[die]
die_area_um2 = 6720
die_x_um = 82
ioPinCount = 18
floorplanUtilization_pct = 22.0
core_area_um2 = 3690
rows = 22
die_h_um = 82

[final_timing]
setup_viol = 6
worst_pin_slew_ns = 0.347
fmax_mhz = 119
fin_crit_sh_pct = 104
whs_ns = 3.24
worst_slack_ns = -0.303
slew_headroom_pct = 76.7
drv_slew = 0
hold_viol_final = 0
rsz0062_at_grt = true
fin_crit_ns = 8.40

[run]
warning_count = 36
max_cap_viol_count = 0

[min_path]
hp-start = abc[0]
hold_class = input pin to output pin

[setup_path]
required_ns = 6.48
startpoint = abc[2]
crit_path_start_kind = input pin
critPathArrivalTime_ns = 6.78
worstSetupPathType = input pin to output pin
cp-end-kind = output pin
path_max_fanout = 4

[logic_synthesis]
avgSynthCellArea_um2 = 8.92
synth_cells = 91
largest_area_cell = ha_1
postSynthSeqShare_pct = 0
syn_area_um2 = 812
ys_warn_count = 1
synth_cell_types = 31
yosysChipArea_um2 = 812
synth_top_area_share_pct = 21.6
yosys-top-cells-area = ha_1 22%, fa_1 7.4%, xor2_4 6.8%
yosys_cells = 91

[cells_and_area]
fin_util_pct = 42.8
flop_area_um2 = 0
fill_cells = 347
drive_gt1_share_pct = 66.2
area_delta_synth_final_pct = 94.6
clock_buffer_count = 0
flop-count = 0

[placed_design]
gp_congestion = 0.794
port_buffers = 16
dp_hpwl_mm = 1.60

[grt]
grt_usage_pct = 6.07
grt_max_degree = 6
grt_pass1_wl_mm = 3.45
grt_pass1_vias = 877
grt_overflow = 0
antenna_found_initial = 0

[outcome]
status = complete, but fails checks
violations = setup timing
[cell usage in the layout, fill, tap and decap left out, types with 4 or more instances in the layout]
cell | netlist | routed
ha_1 | 14 | 7
ha_4 | 0 | 4
a21o_1 | 5 | 5
buf_6 | 0 | 7
buf_4 | 1 | 46
inv_1 | 10 | 8
xor2_1 | 5 | 5
a21oi_2 | 2 | 5
buf_2 | 0 | 8
nor2b_1 | 4 | 4
[cell families after synthesis]
family / count (synthesis) / share of synthesized area (%)
AOI/OAI and AO/OA: 24 / 22.8
and+or+nand+nor: 22 / 14.9
adders and majority gates: 17 / 29.0
xor gates and xnor gates: 14 / 23.9
buffers and inverters: 11 / 5.55
muxes: 3 / 3.85
[final timing paths]
path,endpoint,slack (ns),depth (start not counted)
setup / recovery,b[1],-0.30,24
hold / removal,c[0],3.24,0
[worst max-delay path: stages]
cell and delay [ns]:
buf_8 0.10, o31ai_4 0.24, o21a_1 0.19, inv_2 0.06, ha_4 0.16, fa_2 0.60
inv_4 0.05, fa_2 0.36, a21o_1 0.18, a21o_1 0.17, a21o_1 0.18, ha_2 0.19
or3_4 0.33, a211oi_2 0.18, a211oi_2 0.09, xor2_1 0.18, ha_2 0.21, fa_2 0.35
xnor2_2 0.20, xor3_2 0.41, nand2b_4 0.17, mux2i_4 0.15, mux2_4 0.32, buf_6 0.11
[through the flow]
stage	cells	instance area [µm²]	setup slack (ns)	TNS [ns]
finish	205	1580	-0.303	-1.15
global route	205	1580	-0.541	-2.84
CTS	204	1520	-0.279	-0.867
detailed placement	191	1360	-1.19	-7.30
global placement	191	1360	-1.12	-6.90
floorplan	91	868	-0.156	-0.156
[cell type report]
type | instances | area (µm²) | area share, %
Tap cell | 48 | 60.1 | 3.80
Inverter | 10 | 40.0 | 2.53
Multi-Input combinational cell | 80 | 961 | 60.8
Timing Repair Buffer | 67 | 519 | 32.9
[synthesized netlist by cell type]
| cell | number |
|---|---|
| a211oi_2 | 2 |
| xnor2_4 | 1 |
| a211oi_1 | 1 |
| o21a_1 | 2 |
| buf_4 | 1 |
| ha_1 | 14 |
| nand2_1 | 6 |
| o21ai_0 | 1 |
| o31ai_1 | 1 |
| xor2_1 | 5 |
| inv_1 | 10 |
| o31ai_4 | 1 |
| a21oi_2 | 2 |
| nor2_1 | 2 |
| nand2b_2 | 1 |
| mux2i_1 | 2 |
| mux2_1 | 1 |
| xor3_1 | 1 |
| xnor2_1 | 5 |
| xor2_4 | 2 |
| o21ai_1 | 1 |
| nand3_1 | 2 |
| a32oi_1 | 1 |
| nand2b_1 | 2 |
| a21oi_1 | 7 |
| nor3b_1 | 1 |
| a21o_1 | 5 |
| nor2b_1 | 4 |
| nand3b_1 | 2 |
| fa_1 | 3 |
| or3_1 | 2 |
[per-layer routing]
layer | share of wire [%] | GRT usage (%) | wire length, µm
met1 | 45 | 7.59 | 898
met2 | 50 | 11.6 | 1000
met3 | 4.7 | 0.551 | 93
met4 | 0 | 0 | 0
met5 | 0 | 0 | 0
[timing repair]
item,CTS,global route
hold buffers,0,0
buffers inserted,15,4
gates resized,66,16
pin swaps,29,17
endpoints found under the setup margin,7,7
cloned,0,0
